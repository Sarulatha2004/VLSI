## flow/constraint.sdc

```tcl
current_design bin2bcd

set clk_period 4.1
set clk_io_pct 0.2

create_clock -name clk0 -period $clk_period [get_ports {clk}]

set non_clock_inputs [all_inputs -no_clocks]
set_input_delay [expr $clk_period * $clk_io_pct] -clock clk0 $non_clock_inputs
set_output_delay [expr $clk_period * $clk_io_pct] -clock clk0 [all_outputs]
```

## flow/run.sh

```bash
#!/bin/bash
# OpenROAD 26Q1-2900-gdf79404cd8, Yosys 0.63+post, stock flow scripts
make -C /OpenROAD-flow-scripts/flow DESIGN_CONFIG=/design/flow/config.mk WORK_HOME=/design/flow/orfs finish
```

## flow/config.mk

```make
export PLATFORM = sky130hd
export DESIGN_NAME = bin2bcd
export DESIGN_NICKNAME = bin2bcd
export VERILOG_FILES = /design/flow/design.v
export SDC_FILE = /design/flow/constraint.sdc
export NUM_CORES = 4
export LEC_CHECK = 1
export CORE_UTILIZATION = 30
```

## flow/design.v

```verilog
module bin2bcd(
input clk,
input rst,
input start,
input [7:0]in,
output reg [11:0]bcd_out,
output reg done
);
reg [7:0]bin_in;
reg [2:0]count;
reg [2:0]state,next_state;
reg [1:0]digit_index;
parameter IDLE=0;
parameter SHIFT=1;
parameter SHIFT_INDEX_CHECK=2;
parameter ADD_3=3;
parameter DIGIT_INDEX_CHECK=4;
parameter BCD_DONE=5;
always @ (posedge clk or posedge rst)
begin
	if(rst)begin
		bin_in<=0;
		count <=0;
		digit_index <=0;
		done <=0;
		bcd_out <=0;
		state <=IDLE;
	end
	else begin
		state <= next_state;
		case(state)
		IDLE:
		begin
			done<=0;
			if(start)
			begin
				bin_in <=in;
				bcd_out <=0;
				count <=0;
				digit_index <=0;
			end
		end
		SHIFT:
		begin
			bcd_out <= bcd_out << 1;
			bcd_out[0] <= bin_in[7];
		        bin_in <= bin_in << 1;
		end
		SHIFT_INDEX_CHECK:
		begin
			if(count ==7)
				count <=0;
			else
				count <= count + 1;
		end
		ADD_3:
		begin
			if(bcd_out[(digit_index*4)+:4] >=5)
				bcd_out[(digit_index*4)+:4] <= bcd_out[(digit_index*4)+:4]+3;
		end
		DIGIT_INDEX_CHECK:
		begin
			if(digit_index==2)
				digit_index <=0;
			else
				digit_index <= digit_index +1;
		end
		BCD_DONE:
		begin
			done <=1;
		end
	endcase
end
end
always @(*) 
begin
	case(state)
		IDLE:
		begin
			if(start)
				next_state <= SHIFT;
			else
				next_state <= IDLE;
		end
		SHIFT:
		begin
			next_state <= SHIFT_INDEX_CHECK;
		end
		SHIFT_INDEX_CHECK:
		begin
			if(count==7)
				next_state <= BCD_DONE;
			else
				next_state <= ADD_3;
		end
		ADD_3:
		begin
			next_state <= DIGIT_INDEX_CHECK;
		end
		DIGIT_INDEX_CHECK:
		begin
			if(digit_index == 2)
				next_state <= SHIFT;
			else
				next_state <= ADD_3;
		end
		BCD_DONE:
		begin
			next_state <= IDLE;
		end
		default: next_state <= IDLE;
	endcase
end
endmodule
```

==> flow_summary_export.csv <==
group,metric,value,unit
drt,drt_iter0_markers,106,
floorplanning,initCoreUtil,31.4,%
run,drv_cap,0,
critical_path,crit_top_cell,"mux2_4",
timing,max_freq,365,MHz
synth,ys_area,1750,sq um
synth,edf_count,0,
floorplanning,chip_area,6140,sq um
floorplanning,core_area,5570,sq um
power_and_ir_drop,peakVddDrop,0.000186,V
timing,hold_violations,0,
clock_network,cts.sinks,32,
critical_path,crit_path_end_kind,"flop",
synth,ys.flop_type,"dfrtp_1",
synth,ys.flops,32,
layout,area_growth,22.2,%
power_and_ir_drop,power.leakage,0.000942,uW
critical_path,worstPathRequired,4.27,ns
drt,wl_per_cell,14.6,um
floorplanning,fp.dieW,78.4,um
global_route,grt_pass1_wl,6810,um
critical_path,cp_cell_sequence,"mux2_4 > mux2_4 > inv_1 > ha_1 > nand2b_1 > a211oi_2 > or2_1 > nor4_1 > a211o_1",
floorplanning,rows,27,
drt,via_count,1407,
floorplanning,fp.dieH,78.4,um
clock_network,clk_pin_slew,0.07,ns
floorplanning,ios,24,
timing,tns,0,ns
clock_network,cts_setup_buffers,0,
timing,finalSetupViolCount,0,
critical_path,cpPeakStageDelay,0.58,ns
timing,worstMarginPinSlew,0.525,ns
timing,period_needed,2.74,ns
layout,logic_area,848,sq um
synth,synth.avg_cell_area,10.0,sq um
global_route,overflow,0,
clock_network,clkLatencyLatePin,0.28,ns
clock_network,cts_resized,0,
timing,maxSlewHeadroom,65.0,%
drt,antenna_cells,0,
place,dp_hpwl,2750,um
timing,period_used_share,66.9,%
power_and_ir_drop,totalPowerFinal,631,uW
layout,fill_cells,560,
synth,ys_cells,175,
timing,slew_violations,0,
drt,viasPerCell,5.19,
global_route,grt.total_usage,14.4,%
synth,syn-cell-area,1750,sq um
status,status,"completed",
synth,synth_cell_types,42,
drt,detail-route-antenna-nets,0,
timing,grt_setup_unrepaired,"no",
place,numPortBuffers,23,
synth,syn_inst,175,
power_and_ir_drop,p_per_area,295,nW/um^2
synth,async_flop_share,100,%
critical_path,cp_max_fo,11,
drt,drc,0,
run,tool_warnings,30,
place,place_congestion,0.882,
critical_path,arrival,2.91,ns
clock_network,hold_buffers,0,
synth,ys_seq_share,45.9,%
layout,drive_above_1_share,9.05,%
critical_path,critPathKind,"flop to flop",
clock_network,clockBufferDepth,2,
critical_path,reg2reg_slack,1.36,ns
clock_network,cts_tree,"done",
drt,wl,3970,um
clock_network,cts_made_buffers,5,
global_route,antenna_found_initial,0,
timing,clock_skew,0.00266,ns
critical_path,crit_slowest_cell,"dfrtp_1",
clock_network,root_buffer,"clkbuf_8",
global_route,grt_pass1_vias,1360,
critical_path,cp-start-kind,"flop",
min_path,hold_class,"flop to flop",
layout,ff_latch_area,802,sq um
synth,yosysWarnings,1,
global_route,grt_start_max_net_pins,33,
drt,dr.pass1.iters,4,
clock_network,h-tree-depth,2,
synth_stat cells (2+ instances only):
cell type	instances	area, sq um
nand3b_1	2	15.0
nand2_1	9	33.8
a31oi_1	2	12.5
o21ai_2	2	17.5
a221oi_1	5	43.8
mux2_4	2	30.0
o22ai_1	8	50.1
a21oi_1	2	10.0
inv_1	14	52.6
o21ai_0	7	35.0
xor2_1	2	17.5
nand2b_1	4	25.0
nor4_1	2	12.5
a211o_1	2	17.5
dfrtp_1	31	776
a22o_1	6	52.6
a32o_1	5	50.1
mux2i_1	3	30.0
buf_6	2	22.5
o21ai_1	2	10.0
ha_1	9	113
nor2_1	25	93.8
o2bb2ai_1	6	52.6
clkbuf_1	5	18.8
where the power goes:
part | total (uW) | leakage, uW | switching [uW] | internal [uW]
clock | 298 | 0.0000552 | 118 | 180
sequential | 316 | 0.000412 | 0 | 316
combinational | 17.3 | 0.000475 | 8.08 | 9.22
flip-flops by register name, indices dropped and copies added, names as in the netlist:
signal	flops
bin_in	8
done	1
state	6
bcd_out	12
count	3
digit_index	2
cell usage in the layout, fill, tap and decap left out, types with 3 or more instances in the layout:
master / count
clkbuf_8: 5
o22ai_1: 8
dfrtp_1: 31
nand2_1: 9
a32o_1: 5
inv_1: 14
clkdlybuf4s50_1: 23
nor2_1: 25
nand2b_1: 4
mux2i_1: 3
a22o_1: 6
a221oi_1: 5
o21ai_0: 7
ha_1: 9
o2bb2ai_1: 6
path summary, 6_finish.rpt:
kind | endpoint | cells after the start | from
max | bcd_out[7] | 9 | digit_index[1]
min | done | 1 | state[4]
max reg2reg | bcd_out[7] | 9 | digit_index[1]
min reg2reg | done | 1 | state[4]
max in group asynchronous | state[0] | 3 | rst
min in group asynchronous | bin_in[5] | 3 | rst
critical path: cells and delay by family (launching register included):
| kind | cells | cell delay, ns |
|---|---|---|
| mux | 2 | 0.62 |
| flops | 1 | 0.58 |
| compound gates | 2 | 0.58 |
| simple gates | 3 | 0.55 |
| buf+inv | 1 | 0.07 |
| fa+ha+maj | 1 | 0.22 |
area by class of cell:
cell class,count,share of cell area [%]
flip-flops and latches,32,37.5
inverters,14,2.46
clock inverters,2,1.64
clock buffers,6,3.39
multi-input cells,121,39.7
repair buffers,24,11.1
well taps,72,4.21
kinds of logic after synthesis:
family	after synthesis	synth area share, %
AOI/OAI and AO/OA	53	23.4
and+or+nand+nor	51	13.6
DFF	32	45.9
buffers and inverters	22	5.65
adders and majority gates	9	6.44
muxes	6	4.08
xor gates and xnor gates	2	1.00
layer usage:
layer | vias to the layer above | wire length [um] | track usage, %
met5 | - | 0 | 0
met4 | 0 | 89 | 2.96
met3 | 6 | 130 | 2.48
met2 | 29 | 1710 | 20.6
met1 | 691 | 2040 | 23.4
li1 | 681 | - | -
per-stage QoR:
stage | instance area, sq um | setup slack, ns | util, % | hold slack (ns) | std cells
after floorplan | 1750 | 1.70 | - | 0.352 | 175
after global placement | 2030 | 1.18 | 36.4 | 0.437 | 263
after detailed placement | 2030 | 1.17 | 36.4 | 0.447 | 263
after CTS | 2140 | 1.37 | 38.4 | 0.465 | 271
after global routing | 2140 | 1.21 | 38.4 | 0.496 | 271
final | 2140 | 1.36 | 38.4 | 0.461 | 271
No activity file was given, so power comes from the tool's default toggle rates.
