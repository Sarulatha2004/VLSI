### flow/run.sh
#!/bin/bash
# OpenROAD 26Q1-2900-gdf79404cd8, Yosys 0.63+post, stock flow scripts
make -C /OpenROAD-flow-scripts/flow DESIGN_CONFIG=/design/flow/config.mk WORK_HOME=/design/flow/orfs finish
### flow/config.mk
export PLATFORM = sky130hd
export DESIGN_NAME = RCA_parameter
export DESIGN_NICKNAME = RCA_parameter
export VERILOG_FILES = /design/flow/design.v
export SDC_FILE = /design/flow/constraint.sdc
export NUM_CORES = 4
export LEC_CHECK = 1
export CORE_AREA = 10 10 76 76
export DIE_AREA = 0 0 86 86
### flow/constraint.sdc
current_design RCA_parameter

set clk_period 25.4
set clk_io_pct 0.2

create_clock -name clk0 -period $clk_period

set non_clock_inputs [all_inputs -no_clocks]
set_input_delay [expr $clk_period * $clk_io_pct] -clock clk0 $non_clock_inputs
set_output_delay [expr $clk_period * $clk_io_pct] -clock clk0 [all_outputs]
### flow/design.v
module RCA_parameter #(parameter N = 26)(
  input [N-1:0]A,B,
  input cin,
  output [N-1:0]sum,
  output carry);
  wire [N:0]cout;
  genvar i;
  assign cout[0] = cin;
  generate
    for (i=0;i<N;i=i+1) begin : FA_loop
      full_adder FA(.a(A[i]),.b(B[i]),.cin(cout[i]),.sum(sum[i]),.carry(cout[i+1]));
    end
  endgenerate
  assign carry = cout[N];
endmodule
module full_adder(
        input a,b,cin,
        output sum,carry);
       assign {carry,sum} = a+b+cin;
endmodule
==> summary.txt <==
Implementation numbers.

- The run finished with clean final reports.
- The area added between synthesis and finish reads 88.7%.
- The count of input and output buffers reads 80.
- Clock buffers in the final layout number 0.
- The average detailed-routed wire length per instance is 13.9 µm.
- The total routed wirelength reads 2310 µm.
- Per the summary, power density relative to cell area is 23.9 mW/mm².
- The chip area in the Yosys report reads 753 µm².
- The top-area cell type share of the netlist area reads 69.1%.
- The area of the core is 0.00412 mm².
- The post-synthesis average cell area is 12.1 µm².
- Looking at the hold checks, the worst path lands on sum[0].
- The pin count of the biggest net entering global routing is 2.
- In the finished design the tool counted flip-flops and latches totalling 0.
- The yosys cell count reads 62.
- The sort of element at the start of the critical path is a primary input.
- The report lists the number of standard-cell rows as 23.
- OpenROAD emitted warnings numbering 32.
- Setup slack on the worst path after placement came out at 4100 ps.
- The first routing iteration left 3 violations.
- The shortest period the worst path allows reads 21240 ps.
- The global-route track usage on met2 reads 8.32%.
- The longest individual stage delay on the worst path reads 470 ps.
- Before any placement, the netlist area is recorded as 753 µm².
- The placed standard-cell area reads 0.00142 mm².
- The met1 usage is 7.75%.
- The finished layout cell area is 0.00142 mm².
- The pre-placement core utilization is 18.3%.
- The via count reads 595.
- By area, the combinational part of the netlist is dominated by adder cells.
- The end-of-flow timing check tallies setup violations at 0.
- The share of synthesized area spent on multiplexers is 0%.
- In this run the remaining antenna-violating nets after routing total 0.
- The post-synthesis share of cell area spent on and-or and or-and gates is 0%.
- The routability congestion estimate from global placement is 0.805.
- Data on the critical path is required at its endpoint by 20320 ps.
- The critical path's slowest stage uses the library cell clkdlybuf4s50_1.
- The HPWL after detailed placement is 2290 µm.
- The final worst setup slack reads 4160 ps.
- VDD sags by at most 8.87 µV.
- The most repeated library cell on the critical path reads fa_1.
- The via count of the first global-routing pass reads 763.
- During I/O placement, the number of pins put on the boundary was 80.
- The routed via count divided by cell count reads 3.58.
- The timing-limited maximum frequency is 47.1 MHz.
- In the global route stage, met3 resource usage came out at 7.24%.
- The fraction of synthesized cell area in xor and xnor cells reads 0%.
- Max fanout on the critical path was recorded as 1.
- The part of the cycle the worst path needs reads 83.6%.
- The vertical die dimension reported for this design is 86 µm.
- The cell type that accounts for the most area after synthesis is fa_1.
- Registers take 0 µm².
- Setup repair after global routing left no endpoint under its margin.
- The yosys synthesis warning count reads 0.
- The count of final hold-check violations is 0.
- The number of library cell types mapped by synthesis reads 3.
- The transition time of the tightest slew-check pin reads 98.9 ps.
- The post-synthesis cell count reads 62.
- The commonest cells after synthesis are 26 x buf_4, 26 x fa_1, 10 x inv_1.
- The final standard cell count with taps included and fillers excluded is 166.
- The number of setup buffers added after CTS reads 0.
- The number of design rule violations left after detail routing is 0.
- Setup total negative slack on the finished layout was measured at 0 ps.
- The post-synthesis share of cell area spent on and, or, nand and nor gates is 0%.
- The worst min-delay path class reads in -> out.
- The die boundary width is 86 µm.
- The die area reads 0.00740 mm².
- In this run, placement finished with an instance count of 166.
- The critical path class reads in -> out.
- The post-route netlist has 0% of its cells at a drive strength greater than 1.
- For this design the static power due to leakage is 0.000556 µW.
- Ranked by total cell area, the synthesized netlist is headed by fa_1 69%, buf_4 26%, inv_1 5.0%.
- The tally of filler cells in the layout reads 398.
- In the Yosys report, the sequential cells make up 0% of the chip area.
- The diode insertion count for antenna repair reads 0.
- The count of cells along the worst hold path reads 5.
- In this run, the synthesized area fraction spent on adder and majority cells is recorded as 69.1%.
- The number of maximum-capacitance constraint violations is 0.
- The first TritonRoute pass finished after 2 iterations.
- The hold path startpoint is cin.
- The hold-fix buffer count after cts reads 0.
- For reference, the final report shows the max-slew violation count at 0.
- The worst-case max-slew headroom was logged as 93.4%.
- The overall overflow remaining after global route is 0.
- The post-cts gate resize count is 0.
- The kind of capture point of the worst setup path reads an output port.
- The global-route total usage across every layer reads 6.55%.
- The layer carrying the most global-route usage reads met2.
- For the worst setup path, the data arrival time is 16160 ps.
- The first-pass GRT wire length is 3880 µm.
- The number of antenna violations at the first check in global routing is 0.
-- logic make-up after synthesis --
group      after synthesis
fa+ha+maj               26
buf+inv                 36
-- worst max-delay path, delay by kind of cell --
| kind | cells | cell delay (ps) |
|---|---|---|
| buffers and inverters | 6 | 1120 |
| adders and majority gates | 26 | 9970 |
-- power breakdown --
group	internal [µW]	switching [µW]
clock network	0	0
registers	0	0
logic	25.3	8.62
-- cell usage in the layout (no fill, tap or decap) --
master | netlist | layout
clkdlybuf4s50_1 | 0 | 80
fa_1 | 26 | 26
inv_1 | 10 | 10
-- final cells by class --
cell class                      instances  area [µm²]  area share [%]
Inverter                               10        37.5            2.64
Multi-Input combinational cell         26         520            36.6
Tap cell                               50        62.6            4.40
Timing Repair Buffer                   80         801            56.3
-- metal layers --
layer | wire (µm) | vias up
li1 | - | 258
met3 | 706 | 0
met5 | 0 | -
met4 | 0 | 0
met1 | 887 | 262
met2 | 712 | 75
-- worst max-delay path by stage --
stage,startpoint,to,slack [ps],depth (start not counted)
after global routing,B[0],sum[25],3720,32
after CTS,B[0],sum[25],4080,32
final,B[0],sum[25],4160,32
-- metrics by stage --
stage	power (µW)	utilization [%]	hold slack (ps)
final	33.9	34.5	11190
after global routing	39.0	34.5	11270
after CTS	35.1	34.5	11200
after detailed placement	34.9	34.5	11200
after global placement	34.8	34.5	11210
after floorplan	16.7	-	10380
Power and IR drop assume default switching activity.
