[flow/run.sh]
#!/bin/bash
# OpenROAD 26Q1-2900-gdf79404cd8, Yosys 0.63+post, stock flow scripts
make -C /OpenROAD-flow-scripts/flow DESIGN_CONFIG=/design/flow/config.mk WORK_HOME=/design/flow/orfs finish
[flow/config.mk]
export PLATFORM = sky130hd
export DESIGN_NAME = count_a_zero
export DESIGN_NICKNAME = count_a_zero
export VERILOG_FILES = /design/flow/design.v
export SDC_FILE = /design/flow/constraint.sdc
export NUM_CORES = 4
export LEC_CHECK = 1
export CORE_AREA = 10 10 85 85
export DIE_AREA = 0 0 95 95
[flow/constraint.sdc]
current_design count_a_zero

set clk_period 6.5
set clk_io_pct 0.2

create_clock -name clk0 -period $clk_period

set non_clock_inputs [all_inputs -no_clocks]
set_input_delay [expr $clk_period * $clk_io_pct] -clock clk0 $non_clock_inputs
set_output_delay [expr $clk_period * $clk_io_pct] -clock clk0 [all_outputs]
[flow/design.v]
module count_a_zero(data,out);
input  [15:0]data;
output reg [3:0]out;
always  @ (data)
count_zero(data,out);
task count_zero(input [15:0]data,  output [3:0]count);
integer i;
 begin
   count=0;
   for(i=0; i<=15;i++)
      if(data[i]==0)
         count=count+1;
 end
endtask
endmodule
==> flow_summary_export.csv <==
group,metric,value,unit
global_routing,grt_pass1_wl,8050,um
worst_hold_path,worstHoldPathType,"primary input to output pin",
sta,max_slew_margin,0.702,
sta,max_freq,0.103,GHz
global_routing,antenna_found_initial,0,
synth,synth_warnings,1,
synth,ys_area,1880,um^2
run_status,status,"finished with violations",
flow_run,cap_violations,0,
layout,drive_above_1_share,0.474,
layout,final-seq-area,0,um^2
setup_path,critPathTopFamily,"adder cells",
global_routing,first_global_vias,1934,
setup_path,cp.arrival,8.39,ns
setup_path,required,5.20,ns
sta,tightest_slew,0.446,ns
synth,synth.yosys.seq_area_share,0,
drt,wl_per_cell,11.2,um
power_and_ir_drop,cellPowerDensity,437,nW/um^2
placed_design,dp.cells,402,
setup_path,start_kind,"primary input",
synth,ys_cells,249,
floorplanning,io_pins,20,
setup_path,slowest_delay,0.49,ns
sta,finalSetupViolations,3,
floorplanning,core_area,5470,um^2
sta,drv_slew,0,
layout,seq_cells,0,
sta,hold_viol,0,
flow_run,log.warning_count,38,
drt,wl,4770,um
global_routing,grt_max_degree,14,
placed_design,port-buffer-count,20,
setup_path,cp_max_fo,3,
setup_path,crit_path_frequent_cell,"ha_4",
floorplanning,design.die.area,9030,um^2
floorplanning,fp_util,0.343,
layout,final_util,0.583,
layout,n_clock_buffer,0,
setup_path,critPathLaunch,"data[1]",
drt,drt_iter0_markers,48,
layout,design_area,3190,um^2
sta,period_minus_slack,9.69,ns
floorplanning,die_h,95,um
layout,final_cells,424,
drt,antenna_cells,0,
synth,avgSynthCellArea,7.54,um^2
layout,area_growth,70.0,%
global_routing,grt_usage,0.103,
drt,drc,0,
sta,fin_tns_setup,-9.44,ns
placed_design,gp_congestion,0.874,
synth,synth_cell_types,56,
setup_path,crit_path_end_kind,"output pin",
synth,synth_area,1880,um^2
sta,layout_setup_ws,-3.19,ns
run_status,violations,"negative setup slack",
power_and_ir_drop,report.power.total,1390,uW
global_routing,grt-ovfl-total,0,
layout,n_fill_cell,457,
worst_hold_path,min_from,"data[15]",
setup_path,cp_slowest_cell,"or4b_4",
power_and_ir_drop,ir_drop,0.275,mV
drt,first_pass_iters,4,
drt,ant_nets,0,
setup_path,worstPathBufferInverterCount,8,
drt,vias_per_cell,4.77,
synth,syn_inst,249,
sta,grt_setup_unrepaired,"true",
placed_design,placed_area,2780,um^2
power_and_ir_drop,total_leakage_power,0.00143,uW
placed_design,post-dp-hpwl,3730,um
clock_tree,ctsHoldBuffers,0,
sta,fin_crit_sh,1.49,
floorplanning,row_count,27,
setup_path,path_class,"primary input to output pin",
floorplanning,die_w,95,um
drt,vias,2024,
[metal layers]
metal  vias to the layer above  routed length [um]  track usage
met5                         -                   0            0
met4                         0                   0            0
met3                         0                  63      0.00321
met2                        12                2320        0.191
met1                       918                2380        0.139
li1                       1094                   -            -
[repair_timing]
| item | 4_1_cts | 5_1_grt |
|---|---|---|
| pin swaps | 44 | 32 |
| resized | 47 | 23 |
| setup endpoints to repair | 4 | 4 |
| buffers inserted | 18 | 7 |
[placed cells by master (no fill, tap or decap), types with 7 or more instances in the layout]
master | Yosys | final
ha_4 | 0 | 7
clkdlybuf4s50_1 | 0 | 14
nand2_1 | 17 | 17
xnor2_2 | 6 | 10
ha_1 | 16 | 9
buf_4 | 1 | 94
nor2b_1 | 17 | 16
xnor2_1 | 26 | 21
inv_1 | 15 | 13
nor2_1 | 22 | 19
[report_power, final]
group	switching, uW	leakage, uW	internal [uW]
combinational	556	0.00143	838
clock	0	0	0
sequential	0	0	0
total	556	0.00143	838
[synth_stat cells (all sizes together), types with 3 or more instances]
library cell	instances	area, um^2
xor2	6	52.6
nand3	4	20.0
nor3	8	50.1
o211ai	3	22.5
buf	6	45.0
a31oi	4	25.0
a211o	3	26.3
nand2b	3	18.8
nand3b	3	22.5
inv	16	62.6
nand2	17	63.8
nor2	22	82.6
clkbuf	9	33.8
mux2	3	33.8
xnor2	33	353
and3	5	31.3
mux2i	6	60.1
ha	16	200
o21ai	12	60.1
xnor3	5	115
a21oi	10	50.1
nor3b	5	42.5
nor2b	17	106
[logic make-up after synthesis]
group,Yosys count,synth area share
buf+inv,31,0.0753
compound gates,54,0.204
xor+xnor,45,0.290
simple gates,94,0.274
fa+ha+maj,16,0.107
mux,9,0.0500
[worst paths after layout]
check	slack [ns]	endpoint	cells past startpoint
min	3.47	out[1]	3
max	-3.19	out[2]	45
[cell type report]
cell class,count,area (um^2),share of cell area
repair buffers,118,948,0.297
well taps,72,90.1,0.0282
inverters,16,77.6,0.0243
multi-input cells,218,2080,0.650
[per-stage QoR]
| step | setup WS (ns) | hold WS [ns] |
|---|---|---|
| 2_1_floorplan | -2.65 | 2.63 |
| 3_3_place_gp | -3.94 | 3.69 |
| 3_5_place_dp | -4.05 | 3.69 |
| 4_1_cts | -3.08 | 3.49 |
| 5_1_grt | -3.60 | 3.51 |
| 6_report | -3.19 | 3.47 |
Power figures rest on the tool's default switching activity, not on a simulated workload.
